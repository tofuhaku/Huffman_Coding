==> /design/flow/design.v <==
`timescale 1ns/10ps
module huffman(
    clk,
    reset,
    gray_valid,
    gray_data,
    CNT_valid,
    CNT,
    code_valid,
    HC,
    M,
    in_Aid_all,
    in_CNT_all,
    out_Aid_all,
    out_CNT_all
);
input               clk;
input               reset;
input               gray_valid;
input       [7:0]   gray_data;
output reg          CNT_valid;
output reg  [47:0]  CNT;
output reg          code_valid;
output reg  [47:0]  HC;
output reg  [47:0]  M;
reg [2:0] state, next_state;     
reg [7:0] phase, next_phase;     
reg [7:0] mask [0:5];
reg [7:0] huff_code [0:5];
reg [3:0] ID [0:5];
localparam MAX = 8'd127;
localparam Aid_MAX = 8'd5;
output reg [47:0]   in_Aid_all;
output reg [47:0]   in_CNT_all;
input      [47:0]   out_Aid_all;
input      [47:0]   out_CNT_all;
reg [7:0] in_Aid [5:0];
reg [7:0] in_CNT [5:0];
reg [7:0] out_Aid [5:0];
reg [7:0] out_CNT [5:0];
always @(*) begin
    in_Aid_all = {in_Aid[0], in_Aid[1], in_Aid[2], in_Aid[3], in_Aid[4], in_Aid[5]};
    in_CNT_all = {in_CNT[0], in_CNT[1], in_CNT[2], in_CNT[3], in_CNT[4], in_CNT[5]};
end
always @(*) begin
    {out_Aid[0], out_Aid[1], out_Aid[2], out_Aid[3], out_Aid[4], out_Aid[5]} = out_Aid_all;
    {out_CNT[0], out_CNT[1], out_CNT[2], out_CNT[3], out_CNT[4], out_CNT[5]} = out_CNT_all;
end
always @(*) begin
    CNT = {in_CNT[0], in_CNT[1], in_CNT[2], in_CNT[3], in_CNT[4], in_CNT[5]};
end
localparam IDLE     = 2'd0;
localparam SORTING  = 2'd1;
localparam CODING = 2'd2;
localparam OUT      = 2'd3;
always @(posedge clk or posedge reset) begin
    if(reset)begin
        state <= IDLE;
        phase <= 'd0;
    end
    else begin
        state <= next_state;
        phase <= next_phase;
    end
end
always @(*) begin
    case(state)
        IDLE: begin
            if(gray_valid) begin
                next_state = SORTING;
            end
            else begin
                next_state = IDLE;
            end
            next_phase = 'd0;
        end
        SORTING: begin
            if(phase == 'd99) begin              
                next_state = CODING;
                next_phase = 'd0;
            end
            else begin
                next_state = SORTING;
                next_phase = phase + 'd1;
            end
        end
        CODING: begin
            if(phase == 'd3) begin
                next_state = OUT;
                next_phase = 'd0;
            end
            else begin
                next_state = CODING;
                next_phase = phase + 'd1;
            end
        end
        OUT: begin
            next_state = IDLE;
            next_phase = 'd0;
        end
        default: begin
            next_state = state;
            next_phase = phase;
        end
    endcase
end
always @(posedge clk or posedge reset) begin
    if(reset) begin
        in_CNT[0] <= 'd0;
        in_CNT[1] <= 'd0;
        in_CNT[2] <= 'd0;
        in_CNT[3] <= 'd0;
        in_CNT[4] <= 'd0;
        in_CNT[5] <= 'd0;
    end
    else if(next_state == SORTING) begin
        case(gray_data)
            'd1: in_CNT[0] <= in_CNT[0] + 'd1;
            'd2: in_CNT[1] <= in_CNT[1] + 'd1;
            'd3: in_CNT[2] <= in_CNT[2] + 'd1;
            'd4: in_CNT[3] <= in_CNT[3] + 'd1;
            'd5: in_CNT[4] <= in_CNT[4] + 'd1;
            'd6: in_CNT[5] <= in_CNT[5] + 'd1;
            default: ;
        endcase
    end
    else if(next_state == CODING || next_state == OUT) begin
        in_CNT[0] <= out_CNT[0];
        in_CNT[1] <= out_CNT[1];
        in_CNT[2] <= out_CNT[2];
        in_CNT[3] <= out_CNT[3];
        in_CNT[4] <= out_CNT[4] + out_CNT[5];
        in_CNT[5] <= MAX;
    end
    else if(state == OUT) begin
        in_CNT[0] <= 'd0;
        in_CNT[1] <= 'd0;
        in_CNT[2] <= 'd0;
        in_CNT[3] <= 'd0;
        in_CNT[4] <= 'd0;
        in_CNT[5] <= 'd0;
    end
    else begin
        in_CNT[0] <= in_CNT[0];
        in_CNT[1] <= in_CNT[1];
        in_CNT[2] <= in_CNT[2];
        in_CNT[3] <= in_CNT[3];
        in_CNT[4] <= in_CNT[4];
        in_CNT[5] <= in_CNT[5];
    end
end
always @(posedge clk or posedge reset) begin
    if(reset) begin
        in_Aid[0] <= 'd5;
        in_Aid[1] <= 'd4;
        in_Aid[2] <= 'd3;
        in_Aid[3] <= 'd2;
        in_Aid[4] <= 'd1;
        in_Aid[5] <= 'd0;
    end
    else if(state == OUT) begin
        in_Aid[0] <= 'd5;
        in_Aid[1] <= 'd4;
        in_Aid[2] <= 'd3;
        in_Aid[3] <= 'd2;
        in_Aid[4] <= 'd1;
        in_Aid[5] <= 'd0;
    end
    else if(next_state == CODING || next_state == OUT) begin
        in_Aid[0] <= out_Aid[0];
        in_Aid[1] <= out_Aid[1];
        in_Aid[2] <= out_Aid[2];
        in_Aid[3] <= out_Aid[3];
        in_Aid[4] <= Aid_MAX + next_phase + 1;
        in_Aid[5] <= MAX;
    end
end
reg [3:0] ID_MAX;
always @(posedge clk or posedge reset) begin
    if(reset) begin
        ID_MAX <= 'd6;
    end
    else if(next_state == CODING || next_state == OUT) begin
        if(ID_MAX == 'd10) begin
            ID_MAX <= 'd6;
        end
        else begin
            ID_MAX <= ID_MAX + 'd1;
        end
    end
    else begin
        ID_MAX <= ID_MAX;
    end
end
always @(posedge clk) begin
    if(next_state == CODING || next_state == OUT) begin
        if((ID[0] == out_Aid[5]) || (ID[0] == out_Aid[4])) ID[0] <= ID_MAX;
        else ID[0] <= ID[0];
        if((ID[1] == out_Aid[5]) || (ID[1] == out_Aid[4])) ID[1] <= ID_MAX;
        else ID[1] <= ID[1];
        if((ID[2] == out_Aid[5]) || (ID[2] == out_Aid[4])) ID[2] <= ID_MAX;
        else ID[2] <= ID[2];
        if((ID[3] == out_Aid[5]) || (ID[3] == out_Aid[4])) ID[3] <= ID_MAX;
        else ID[3] <= ID[3];
        if((ID[4] == out_Aid[5]) || (ID[4] == out_Aid[4])) ID[4] <= ID_MAX;
        else ID[4] <= ID[4];
        if((ID[5] == out_Aid[5]) || (ID[5] == out_Aid[4])) ID[5] <= ID_MAX;
        else ID[5] <= ID[5];
    end
    else begin
        ID[0] <= 'd5;
        ID[1] <= 'd4;
        ID[2] <= 'd3;
        ID[3] <= 'd2;
        ID[4] <= 'd1;
        ID[5] <= 'd0;
    end
end
always @(posedge clk) begin
    if(next_state == CODING || next_state == OUT) begin
        if((ID[0] == out_Aid[5]) || (ID[0] == out_Aid[4])) mask[0] <= (mask[0] << 1) + 'd1;
        else mask[0] <= mask[0];
        if((ID[1] == out_Aid[5]) || (ID[1] == out_Aid[4])) mask[1] <= (mask[1] << 1) + 'd1;
        else mask[1] <= mask[1];
        if((ID[2] == out_Aid[5]) || (ID[2] == out_Aid[4])) mask[2] <= (mask[2] << 1) + 'd1;
        else mask[2] <= mask[2];
        if((ID[3] == out_Aid[5]) || (ID[3] == out_Aid[4])) mask[3] <= (mask[3] << 1) + 'd1;
        else mask[3] <= mask[3];
        if((ID[4] == out_Aid[5]) || (ID[4] == out_Aid[4])) mask[4] <= (mask[4] << 1) + 'd1;
        else mask[4] <= mask[4];
        if((ID[5] == out_Aid[5]) || (ID[5] == out_Aid[4])) mask[5] <= (mask[5] << 1) + 'd1;
        else mask[5] <= mask[5];
    end
    else begin
        mask[0] <= 'd0;
        mask[1] <= 'd0;
        mask[2] <= 'd0;
        mask[3] <= 'd0;
        mask[4] <= 'd0;
        mask[5] <= 'd0;
    end
end
reg [2:0] pointer[0:5];
always @(posedge clk) begin
    if(next_state == CODING || next_state == OUT) begin
        if((ID[0] == out_Aid[5]) || (ID[0] == out_Aid[4])) pointer[0] <= pointer[0] + 1;
        else pointer[0] <= pointer[0];
        if((ID[1] == out_Aid[5]) || (ID[1] == out_Aid[4])) pointer[1] <= pointer[1] + 1;
        else pointer[1] <= pointer[1];
        if((ID[2] == out_Aid[5]) || (ID[2] == out_Aid[4])) pointer[2] <= pointer[2] + 1;
        else pointer[2] <= pointer[2];
        if((ID[3] == out_Aid[5]) || (ID[3] == out_Aid[4])) pointer[3] <= pointer[3] + 1;
        else pointer[3] <= pointer[3];
        if((ID[4] == out_Aid[5]) || (ID[4] == out_Aid[4])) pointer[4] <= pointer[4] + 1;
        else pointer[4] <= pointer[4];
        if((ID[5] == out_Aid[5]) || (ID[5] == out_Aid[4])) pointer[5] <= pointer[5] + 1;
        else pointer[5] <= pointer[5];
    end
    else begin
        pointer[0] <= 'd0;
        pointer[1] <= 'd0;
        pointer[2] <= 'd0;
        pointer[3] <= 'd0;
        pointer[4] <= 'd0;
        pointer[5] <= 'd0;
    end
end
always @(posedge clk) begin
    if(next_state == CODING || next_state == OUT) begin
        if(ID[0] == out_Aid[5]) huff_code[0] <= huff_code[0] + ('d1 << pointer[0]);
        else huff_code[0] <= huff_code[0];
        if(ID[1] == out_Aid[5]) huff_code[1] <= huff_code[1] + ('d1 << pointer[1]);
        else huff_code[1] <= huff_code[1];
        if(ID[2] == out_Aid[5]) huff_code[2] <= huff_code[2] + ('d1 << pointer[2]);
        else huff_code[2] <= huff_code[2];
        if(ID[3] == out_Aid[5]) huff_code[3] <= huff_code[3] + ('d1 << pointer[3]);
        else huff_code[3] <= huff_code[3];
        if(ID[4] == out_Aid[5]) huff_code[4] <= huff_code[4] + ('d1 << pointer[4]);
        else huff_code[4] <= huff_code[4];
        if(ID[5] == out_Aid[5]) huff_code[5] <= huff_code[5] + ('d1 << pointer[5]);
        else huff_code[5] <= huff_code[5];
    end
    else begin
        huff_code[0] <= 'd0;
        huff_code[1] <= 'd0;
        huff_code[2] <= 'd0;
        huff_code[3] <= 'd0;
        huff_code[4] <= 'd0;
        huff_code[5] <= 'd0;
    end
end
always @(*) begin
    if(state == SORTING) begin
        if(phase == 'd99) begin
            CNT_valid = 1;
        end
        else begin
            CNT_valid = 0;
        end
    end
    else begin
        CNT_valid = 0;
    end
end
always @(*) begin
    if(state == OUT) begin
        code_valid = 1;
        HC = {huff_code[0], huff_code[1], huff_code[2], huff_code[3], huff_code[4], huff_code[5]};
        M = {mask[0], mask[1], mask[2], mask[3], mask[4], mask[5]};
    end
    else begin
        code_valid = 0;
        HC = 'd0;
        M = 'd0;
    end
end
endmodule
==> /design/flow/run.sh <==
#!/bin/bash
# OpenROAD 26Q1-2900-gdf79404cd8, Yosys 0.63+post, stock flow scripts
make -C /OpenROAD-flow-scripts/flow DESIGN_CONFIG=/design/flow/config.mk WORK_HOME=/design/flow/orfs finish
==> /design/flow/config.mk <==
export PLATFORM = sky130hd
export DESIGN_NAME = huffman
export DESIGN_NICKNAME = huffman
export VERILOG_FILES = /design/flow/design.v
export SDC_FILE = /design/flow/constraint.sdc
export NUM_CORES = 4
export LEC_CHECK = 1
export CORE_UTILIZATION = 30
==> /design/flow/constraint.sdc <==
current_design huffman

set clk_period 7.8
set clk_io_pct 0.2

create_clock -name clk0 -period $clk_period [get_ports {clk}]

set non_clock_inputs [all_inputs -no_clocks]
set_input_delay [expr $clk_period * $clk_io_pct] -clock clk0 $non_clock_inputs
set_output_delay [expr $clk_period * $clk_io_pct] -clock clk0 [all_outputs]
==> impl_metrics.tcl <==
# implementation run metrics
set metrics [dict create \
    hp-class "reg2reg" \
    drv_cap 0 \
    ys_async_sr_fraction 0.432 \
    drive_above_1_share 0.0560 \
    clkSlewWorstSetupHoldPaths_ns 0.06 \
    slew_viol_final 0 \
    clockRootBuffer "clkbuf_16" \
    ys_seq_frac 0.368 \
    rr_endpoint "in_CNT[1][5]$_DFFE_PP0P_" \
    crit_family "simple AND/OR/NAND/NOR gates" \
    grt-ovfl-total 0 \
    worstSetupPathType "reg2out" \
    final_util 0.402 \
    clk_latency_ns 0.57 \
    layout_setup_ws_ns 3.68 \
    holdWs_ns 0.484 \
    power_uw 2820 \
    hp-start "in_Aid[0][2]$_DFFE_PP1P_" \
    arrival_ns 2.56 \
    p_leak_uw 0.00752 \
    cp_num_buf_inv 1 \
    cp_slowest_cell "clkdlybuf4s50_1" \
    wirelength_mm 39.4 \
    clockPowerShare 0.508 \
    reg2reg_slack_ns 4.67 \
    warning_count 52 \
    io_buffers 347 \
    grt_pass1_vias 11800 \
    yosysWarnings 9 \
    antenna_found_initial 2 \
    pre_cts_ws_ns 3.38 \
    yosysTopAreaCellShare 0.188 \
    syn_inst 1695 \
    synth_area_leader_cell "dfxtp_1" \
    synth-edff-count 0 \
    critPathCaptureType "output pin" \
    swShare 0.217 \
    power.switching_uw 611 \
    die_height_um 223 \
    cts_inserted_buffers 29 \
    clk_path_buf_depth 3 \
    synth.most_common_cell "nor2_1" \
    powerDensity_nw_per_um2 146 \
    synth.distinct_cells 73 \
    cp_slowest_stage_delay_ns 0.54 \
    postCtsSetupBuffers 0 \
    common_cells "nor2_1 (206), dfxtp_1 (138), nand2_1 (124)" \
    place_congestion 0.854 \
    cts_resized 0 \
    ys_ff 243 \
    wire_per_inst_um 15.3 \
    yosys_area_um2 14700 \
    finalCritPeriodShare 0.528 \
    crit_fanout 8 \
    pwr-share-seq 0.446 \
    worst_r2r_startpoint "phase[0]$_DFF_PP0_" \
    critPathLaunchType "register" \
    cp_cell_sequence "ha_1, or4b_4, nor2_1, clkdlybuf4s50_1" \
    drc 0 \
    fp_util 0.306 \
    fmax_mhz 243 \
    htreeDepth 1 \
    ys_cells 1695 \
    whs_endpoint "in_Aid[0][2]$_DFFE_PP1P_" \
    vias 12300 \
    dieArea_um2 49800 \
    area_delta_synth_final_pct 31.3 \
    grt_max_degree 156 \
    rows 80 \
    grtUsageTotal 0.161 \
    pin_count 349 \
    r2r_cells 9 \
    avgViaCountPerCell 4.75 \
    period_needed_ns 4.12 \
    syn-mean-instance-area_um2 8.66 \
    setup_viol 0 \
    die_x_um 223 \
    tightest_slew_ns 0.941 \
    p_int_uw 2210 \
    cts_tree "done" \
    worstPathRequired_ns 6.24 \
    fin_setup_tns_ns 0 \
    synthFlopType "dfxtp_1" \
    core-area_um2 47900 \
    grt_setup_unrepaired "false" \
    hold_viol_final 0 \
    min_delay_path_depth 2 \
    outcome "complete, no violations" \
    syn-cell-area_um2 14700 \
    synthTopCellsByArea "dfxtp_1 (19%), dfrtp_1 (16%), ha_1 (8.1%), mux2i_1 (6.1%), nor2_1 (5.3%)" \
    worst_ir_drop_vdd_uv 135 \
    skew_ns 0.0165 \
    pwr-share-comb 0.046 \
    grt_pass1_wl_mm 63.6 \
    ctsHoldBuffers 0 \
    cts_sinks 243 \
    detail-route-antenna-nets 0 \
    first_pass_iters 6 \
    first_iter_violations 635 \
    max_slew_margin 0.373 \
    dpl.hpwl_mm 27.9 \
]
-- flip-flops by register name, summed over array words and instances, names as in the netlist --
| register | cells |
|---|---|
| ID | 24 |
| ID_MAX | 4 |
| huff_code | 48 |
| in_Aid | 41 |
| in_CNT | 48 |
| mask | 48 |
| phase | 8 |
| pointer | 18 |
| state | 4 |
-- per-stage QoR --
step / instances / instance area (um2)
after global routing: 2582 / 19300
after CTS: 2581 / 19300
after detailed placement: 2527 / 18200
after floorplan: 1695 / 14700
final: 2582 / 19300
after global placement: 2527 / 18200
-- layout by cell type (no fill, tap or decap), types with 5 or more instances in the layout --
master / n
clkbuf_8: 7
clkdlybuf4s50_1: 347
nor3_1: 29
nor4_1: 15
nand2_1: 124
nand3b_1: 10
o41ai_1: 6
dfxtp_1: 138
a31oi_1: 5
nor2_1: 206
buf_4: 15
inv_1: 83
o21ai_0: 107
a21o_1: 9
a211oi_1: 11
nor2b_1: 26
a22oi_1: 7
dfstp_2: 10
or3_1: 8
and3_1: 25
and2_1: 116
and2_0: 5
nand3_1: 37
fa_1: 7
a21oi_1: 98
mux2i_1: 90
a32oi_1: 20
o31ai_4: 6
nand2b_1: 7
xnor2_1: 40
clkbuf_16: 29
o211ai_1: 9
ha_1: 95
clkinv_2: 9
dfrtp_1: 94
xor2_1: 47
-- cell type report --
class / count / area [um2]
Fill cell: 4551 / 28700
Multi-Input combinational cell: 1222 / 8140
Sequential cell: 243 / 5410
Timing Repair Buffer: 363 / 3610
Clock buffer: 38 / 830
Tap cell: 615 / 769
Inverter: 84 / 318
Clock inverter: 16 / 188
Antenna cell: 1 / 2.50
-- per-layer routing --
layer,part of all wire,vias up,GRT usage
met3,0.062,47,0.0313
met2,0.44,299,0.246
li1,-,6216,-
met4,0.024,2,0.0343
met5,0.00030,-,0
met1,0.48,5702,0.240
-- worst max-delay path by stage --
stage	to	cells after the start	startpoint	slack [ns]
global route	CNT_valid	4	phase[0]$_DFF_PP0_	3.52
finish	CNT_valid	4	phase[0]$_DFF_PP0_	3.68
CTS	CNT_valid	4	phase[0]$_DFF_PP0_	3.62
-- kinds of logic after synthesis --
kind of cell,share of synthesized area
and+or+nand+nor,0.212
adders and majority gates,0.0906
DFF,0.368
other,0.000256
buffers and inverters,0.0781
xor gates and xnor gates,0.0530
AOI/OAI and AO/OA,0.136
muxes,0.0622
-- power groups by stage --
| stage | sequential (uW) | combinational, uW | clock [uW] |
|---|---|---|---|
| CTS | 1260 | 131 | 1480 |
| global route | 1260 | 141 | 1520 |
| finish | 1260 | 129 | 1430 |
-- worst min-delay path: stages, from the launching register on --
cell	delay, ns
dfstp_2	0.37
nand2_1	0.05
nand3b_1	0.07
Power is estimated from default activity; no workload was simulated.
