## config.mk

```make
export PLATFORM = sky130hd
export DESIGN_NAME = sort
export DESIGN_NICKNAME = sort
export VERILOG_FILES = /design/flow/design.v
export SDC_FILE = /design/flow/constraint.sdc
export NUM_CORES = 4
export LEC_CHECK = 1
export CORE_UTILIZATION = 50
```

## constraint.sdc

```tcl
current_design sort

set clk_period 10.3
set clk_io_pct 0.2

create_clock -name clk0 -period $clk_period

set non_clock_inputs [all_inputs -no_clocks]
set_input_delay [expr $clk_period * $clk_io_pct] -clock clk0 $non_clock_inputs
set_output_delay [expr $clk_period * $clk_io_pct] -clock clk0 [all_outputs]
```

## design.v

```verilog
module sort (
    in_Aid_all, in_CNT_all,
    out_Aid_all,  out_CNT_all
);
input [47:0]  in_Aid_all;
input [47:0]  in_CNT_all;
output reg [47:0] out_Aid_all;
output reg [47:0] out_CNT_all;
reg [7:0] in_Aid  [5:0];
reg [7:0] in_CNT  [5:0];
reg [7:0] out_Aid [5:0];
reg [7:0] out_CNT [5:0];
always @(*) begin
    {in_Aid[5], in_Aid[4], in_Aid[3], in_Aid[2], in_Aid[1], in_Aid[0]} = in_Aid_all;
    {in_CNT[5], in_CNT[4], in_CNT[3], in_CNT[2], in_CNT[1], in_CNT[0]} = in_CNT_all;
end
wire f0_1 = (in_CNT[0] > in_CNT[1]) ? 1'd1 : 1'd0;
wire f0_2 = (in_CNT[0] > in_CNT[2]) ? 1'd1 : 1'd0;
wire f0_3 = (in_CNT[0] > in_CNT[3]) ? 1'd1 : 1'd0;
wire f0_4 = (in_CNT[0] > in_CNT[4]) ? 1'd1 : 1'd0;
wire f0_5 = (in_CNT[0] > in_CNT[5]) ? 1'd1 : 1'd0;
wire [2:0] addr_0 = f0_1 + f0_2 + f0_3 + f0_4 + f0_5;
wire f1_0 = ~f0_1;
wire f1_2 = (in_CNT[1] > in_CNT[2]) ? 1'd1 : 1'd0;
wire f1_3 = (in_CNT[1] > in_CNT[3]) ? 1'd1 : 1'd0;
wire f1_4 = (in_CNT[1] > in_CNT[4]) ? 1'd1 : 1'd0;
wire f1_5 = (in_CNT[1] > in_CNT[5]) ? 1'd1 : 1'd0;
wire [2:0] addr_1 = f1_0 + f1_2 + f1_3 + f1_4 + f1_5;
wire f2_0 = ~f0_2;
wire f2_1 = ~f1_2;
wire f2_3 = (in_CNT[2] > in_CNT[3]) ? 1'd1 : 1'd0;
wire f2_4 = (in_CNT[2] > in_CNT[4]) ? 1'd1 : 1'd0;
wire f2_5 = (in_CNT[2] > in_CNT[5]) ? 1'd1 : 1'd0;
wire [2:0] addr_2 = f2_0 + f2_1 + f2_3 + f2_4 + f2_5;
wire f3_0 = ~f0_3;
wire f3_1 = ~f1_3;
wire f3_2 = ~f2_3;
wire f3_4 = (in_CNT[3] > in_CNT[4]) ? 1'd1 : 1'd0;
wire f3_5 = (in_CNT[3] > in_CNT[5]) ? 1'd1 : 1'd0;
wire [2:0] addr_3 = f3_0 + f3_1 + f3_2 + f3_4 + f3_5;
wire f4_0 = ~f0_4;
wire f4_1 = ~f1_4;
wire f4_2 = ~f2_4;
wire f4_3 = ~f3_4;
wire f4_5 = (in_CNT[4] > in_CNT[5]) ? 1'd1 : 1'd0;
wire [2:0] addr_4 = f4_0 + f4_1 + f4_2 + f4_3 + f4_5;
wire f5_0 = ~f0_5;
wire f5_1 = ~f1_5;
wire f5_2 = ~f2_5;
wire f5_3 = ~f3_5;
wire f5_4 = ~f4_5;
wire [2:0] addr_5 = f5_0 + f5_1 + f5_2 + f5_3 + f5_4;
always @(*) begin
    out_Aid[0] = 0;
    out_Aid[1] = 0;
    out_Aid[2] = 0;
    out_Aid[3] = 0;
    out_Aid[4] = 0;
    out_Aid[5] = 0;
    out_Aid[addr_0] = in_Aid[0];
    out_Aid[addr_1] = in_Aid[1];
    out_Aid[addr_2] = in_Aid[2];
    out_Aid[addr_3] = in_Aid[3];
    out_Aid[addr_4] = in_Aid[4];
    out_Aid[addr_5] = in_Aid[5];
end
always @(*) begin
    out_CNT[0] = 0;
    out_CNT[1] = 0;
    out_CNT[2] = 0;
    out_CNT[3] = 0;
    out_CNT[4] = 0;
    out_CNT[5] = 0;
    out_CNT[addr_0] = in_CNT[0];
    out_CNT[addr_1] = in_CNT[1];
    out_CNT[addr_2] = in_CNT[2];
    out_CNT[addr_3] = in_CNT[3];
    out_CNT[addr_4] = in_CNT[4];
    out_CNT[addr_5] = in_CNT[5];
end
always @(*) begin
    out_Aid_all = {out_Aid[5], out_Aid[4], out_Aid[3], out_Aid[2], out_Aid[1], out_Aid[0]};
    out_CNT_all = {out_CNT[5], out_CNT[4], out_CNT[3], out_CNT[2], out_CNT[1], out_CNT[0]};
end
endmodule
```

## run.sh

```bash
#!/bin/bash
# OpenROAD 26Q1-2900-gdf79404cd8, Yosys 0.63+post, stock flow scripts
make -C /OpenROAD-flow-scripts/flow DESIGN_CONFIG=/design/flow/config.mk WORK_HOME=/design/flow/orfs finish
```

==> flow_summary.yaml <==
# generated from flow reports
run_status:
  outcome: "completed"
final_timing:
  drv_slew: 0
  rsz0062_at_grt: "false"
  clock.fmax_mhz: 102
  slew_headroom_pct: 37.2
  tightest_slew_ps: 936
  setup_viol: 0
  post-route-period-util_pct: 94.9
  hold_viol_final: 0
  tns_ps: 0
  fin_crit_ps: 9770
yosys:
  yosysTopAreaCell: "ha_1"
  netlist_area_um2: 8390
  yosysUniqueCellTypes: 61
  ys_sh_mux_pct: 1.21
  top_logic_kind: "AND-OR/OR-AND gates"
  synth_area_per_cell_um2: 6.82
  synthesis.instances: 1230
  yosys.stat.chipArea_um2: 8390
  ys_sh_aoi_pct: 43.2
  adder_share_pct: 21.8
  simple_gate_share_pct: 24.3
  area_leaders: "ha_1 19%, a21oi_1 13%, o22ai_1 7.5%"
  ys_cells: 1230
  ys_seq_share_pct: 0
  synth_top_area_share_pct: 18.9
  ys_warn_count: 5
  synth-xor-area-share_pct: 0
global_routing:
  use_met1_pct: 69.2
  antenna_found_initial: 0
  grt_pass1_vias: 10200
  grt_overflow_total: 0
  grt_max_degree: 42
  top_usage_layer: "met1"
  use_met3_pct: 26.1
  grt_pass1_wl_mm: 64.1
  track_usage_pct: 48.9
  use_met2_pct: 65.6
placed_design:
  gp_congestion: 1.10
  dpl_cell_area_um2: 10500
  dp_hpwl_mm: 31.8
  portBuffers: 192
flow_run:
  log.warning_count: 34
  maxCapViolations: 0
pwr:
  power.internal_w: 0.00155
  ir_drop_uv: 200
  pwr_density_cell_nw_per_um2: 317
  power.share.clock_pct: 0
  p_sw_share_pct: 53.3
  pwr-share-comb_pct: 100.0
  power_leakage_nw: 4.16
  p_seq_share_pct: 0
  p_switching_w: 0.00177
die:
  floorplan.core_area_um2: 16100
  io_pins: 192
  die-area_um2: 17300
  core.rowCount: 46
  chipHeight_um: 132
  die-width_um: 132
  fp_util_pct: 52.0
routing:
  drt-total-wl_mm: 43.3
  drc: 0
  num_vias: 11600
  first_iter_violations: 2238
  first_pass_iters: 13
  detail-route-antenna-nets: 0
  wire_per_inst_um: 27.3
  routed_via_density: 7.30
critical_path:
  slowest_delay_ps: 720
  cp_top_family: "AND-OR/OR-AND gates"
  cp.required_ps: 8240
  slowest_stage: "clkdlybuf4s50_1"
  startpoint_type: "input pin"
  crit_chain: "clkdlybuf4s50_1, inv_1, ha_1, a21o_1, a2bb2oi_1, a21oi_1, o21ai_0, fa_1, fa_1, ha_1, inv_2, o31ai_2, buf_4, a21oi_1, a21oi_1, clkdlybuf4s50_1"
  setup.worst_path.end_class: "primary output"
  path_max_fanout: 11
  arrival_ps: 7710
  crit_top_cell: "a21oi_1"
  cp.buffers_inverters: 5
  crit_type: "input pin to primary output"
clock_tree:
  cts_resized: 0
  post_cts_buffers: 0
  hold_buffers: 0
layout:
  lay_top_cells: "224 x a21oi_1, 192 x clkdlybuf4s50_1, 126 x ha_1"
  clock_buffers: 0
  syn2layout_area_growth_pct: 25.1
  fin_area_um2: 10500
  drive_gt1_share_pct: 6.87
  lay_top_count: "a21oi_1"
  ff_latch_area_um2: 0
  design.seq.count: 0
hold_path:
  hold_path_class: "input pin to primary output"
## final timing paths
path	from	to	slack [ps]	cells past startpoint
worst min-delay path	in_Aid_all[39]	out_Aid_all[15]	5220	4
worst max-delay path	in_CNT_all[34]	out_CNT_all[19]	530	16
## cells by family (layout without fill, tap and decap cells)
logic type	after synthesis	count (layout)
AOI/OAI and AO/OA	583	583
and+or+nand+nor	323	323
buffers and inverters	175	314
adders and majority gates	139	139
muxes	10	10
other	0	1
## synth_stat cells, types with 3 or more instances
| master | number |
|---|---|
| o211ai_1 | 14 |
| nor2_2 | 3 |
| nand2_1 | 29 |
| nand2b_1 | 3 |
| and4b_1 | 9 |
| nand4_1 | 41 |
| a211o_1 | 48 |
| a41oi_1 | 6 |
| buf_2 | 47 |
| or3b_1 | 9 |
| clkbuf_1 | 49 |
| o21ai_1 | 3 |
| or3_1 | 3 |
| inv_1 | 61 |
| nor3b_2 | 3 |
| a22oi_1 | 3 |
| a2bb2oi_1 | 7 |
| nand4b_1 | 23 |
| and3_1 | 4 |
| o22ai_1 | 101 |
| a31o_2 | 10 |
| a21oi_1 | 224 |
| nor4b_1 | 16 |
| o21a_1 | 8 |
| nand3_1 | 43 |
| buf_6 | 6 |
| a211oi_1 | 5 |
| a31oi_1 | 39 |
| nor2_1 | 76 |
| nor4bb_1 | 15 |
| a31o_1 | 15 |
| buf_4 | 10 |
| fa_1 | 12 |
| and3b_1 | 5 |
| o21ai_0 | 59 |
| ha_1 | 127 |
| mux2i_1 | 9 |
| nand3b_1 | 22 |
| nor2b_1 | 4 |
| o21bai_1 | 6 |
| a21o_1 | 27 |
## power groups by stage
stage	Combinational (W)	Clock, W	Sequential, W
after CTS	0.00315	0	0
final	0.00333	0.00000000000384	0
after global routing	0.00346	0	0
## metrics by stage
| step | std cells | total power [W] | setup WS (ps) | util (%) | hold slack [ps] |
|---|---|---|---|---|---|
| after global routing | 1585 | 0.00346 | 377 | 65.1 | 5290 |
| after detailed placement | 1585 | 0.00312 | 750 | 65.1 | 5210 |
| after floorplan | 1230 | 0.00160 | 2960 | - | 4210 |
| after global placement | 1585 | 0.00313 | 717 | 65.1 | 5220 |
| final | 1586 | 0.00333 | 529 | 65.1 | 5220 |
| after CTS | 1585 | 0.00315 | 725 | 65.1 | 5220 |
## final cells by class
cell class	count	area [um2]
fill	1421	5630
tap	216	270
multi-input combinational	1055	7610
inverter	62	233
antenna	1	2.50
timing repair buffer	252	2370
## layer usage
| layer | routed length [um] | vias to the layer above |
|---|---|---|
| li1 | - | 5133 |
| met1 | 17100 | 5210 |
| met3 | 8680 | 124 |
| met5 | 32 | - |
| met4 | 1040 | 2 |
| met2 | 16400 | 1108 |
Power and IR drop assume default switching activity.
